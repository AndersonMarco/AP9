## flow/design.v

```verilog
module clock_divider(clock,clock50Mhz,clock25Mhz,clock1Mhz,clock1Khz,clock25hz);
   input  wire clock;
   output wire clock50Mhz;
   output wire clock25Mhz;
   output wire clock1Mhz;
   output wire clock1Khz;
   output wire clock25hz;
   reg  reg25Mhz=1'b1;
   reg  reg1Mhz=1'b1;
   reg  reg1Khz=1'b1;
	reg  reg25hz=1'b1;
   reg [8:0] counter1Mhz=8'h00;
   reg [16:0] counter1Khz=16'h0000;
	reg [16:0] counter25hz=16'h0000;
   assign clock50Mhz=clock;
   assign clock25Mhz=reg25Mhz;
   assign clock1Mhz=reg1Mhz;
	assign clock1Khz=reg1Khz;
   assign clock25hz=reg25hz;
   always @ (posedge clock) begin     
      reg25Mhz=~reg25Mhz;               
      if(counter1Mhz == 8'h19) begin
         reg1Mhz=~reg1Mhz;
         counter1Mhz=8'h00;         
         if(counter1Khz==16'h01f4) begin
            reg1Khz=~reg1Khz;
            counter1Khz=16'h0000;       
				if(counter25hz==16'h01f4) begin
				   counter25hz=16'h0000;
					reg25hz=~reg25hz;
				end
				counter25hz=counter25hz+16'h0001;
         end
         counter1Khz=counter1Khz+16'h01;
      end      
      counter1Mhz=counter1Mhz+8'h01;
   end
endmodule
```

## flow/run.sh

```bash
#!/bin/bash
# OpenROAD 26Q1-2900-gdf79404cd8, Yosys 0.63+post, stock flow scripts
make -C /OpenROAD-flow-scripts/flow DESIGN_CONFIG=/design/flow/config.mk WORK_HOME=/design/flow/orfs finish
```

## flow/config.mk

```make
export PLATFORM = sky130hd
export DESIGN_NAME = clock_divider
export DESIGN_NICKNAME = clock_divider
export VERILOG_FILES = /design/flow/design.v
export SDC_FILE = /design/flow/constraint.sdc
export NUM_CORES = 4
export LEC_CHECK = 1
export CORE_UTILIZATION = 50
```

## flow/constraint.sdc

```tcl
current_design clock_divider

set clk_period 5.7
set clk_io_pct 0.2

create_clock -name clk0 -period $clk_period [get_ports {clock}]

set non_clock_inputs [all_inputs -no_clocks]
set_input_delay [expr $clk_period * $clk_io_pct] -clock clk0 $non_clock_inputs
set_output_delay [expr $clk_period * $clk_io_pct] -clock clk0 [all_outputs]
```

==> impl_metrics.toml <==
# generated from flow reports
[clock_tree]
cts_setup_buffers = 0
postCtsHoldBufs = 0
clk_pin_slew_ns = 0.08
insertion_delay_ns = 0.39
cts_tree = "yes"
cts_resized = 0

[critical_path]
r2r_setup_slack_ns = 3.20
critPathTopFamily = "buffers and inverters"
cp-end-kind = "primary output"
crit_slowest_cell = "clkdlybuf4s50_1"
cp_num_buf_inv = 3
cp.depth = 3
critical_path_arrival_ns = 3.46
crit_chain = "clkbuf_8, clkbuf_8, clkdlybuf4s50_1"
r2r-start = "counter1Mhz[5]"
worstSetupPathType = "clk2out"
r2r_end = "counter25hz[12]"
startpoint_type = "clock port"
cp_common_cell = "clkbuf_8"
max_stage_delay_ns = 0.39
cp.required_ns = 4.56
cp_max_fo = 2
worstRegToRegCells = 4

[min_path]
holdCritStartpoint = "reg25Mhz"
whs_endpoint = "reg25Mhz"
worstHoldPathCells = 1
hold_class = "reg2reg"

[logic_synthesis]
synth-xor-area-share = 0.128
ys_seq_share = 0.597
netlist_instances = 187
simple_gate_area_frac = 0.208
fa_ha_area_frac = 0.0171
ys_seq_elements = 47
yosys.area.top_type = "edfxtp_1"
synth.cellmix.compoundShare = 0.0233
mux_area_frac = 0
ys_warn_count = 1
syn-cell-area_um2 = 2200
ys_chip_area_um2 = 2200
synth-edff-count = 37
synth_cell_type_count = 31
synthFlopType = "edfxtp_1"
top_area_frac = 0.506
ys_async_sr_fraction = 0
synthTopLogicFamily = "simple AND/OR/NAND/NOR gates"
avgSynthCellArea_um2 = 11.7
ys_cells = 187
top_cells_by_area = "edfxtp_1 51%, dfxtp_1 9.1%, xnor2_1 8.0%"

[final_timing]
finalSetupTns_ns = 0
tightest_slew_ns = 0.811
rsz0062_at_grt = "false"
slew_viol_final = 0
fin_ws_ns = 1.10
finalSetupViolations = 0
fin_skew_ns = 0.00261
relSlewSlack = 0.459
finalHoldViolCount = 0

[final_layout]
final_cell_mix = "37 x edfxtp_1, 20 x xnor2_1, 15 x nand3_1"
layout-drive-gt1-share = 0.0765
flop_area_um2 = 1310
combGateArea_um2 = 826
lay_top_count = "edfxtp_1"
fin_cells = 246
filler_cell_count = 323
areaGrowthSynthToFinish_pct = 9.97

[detailed_routing]
viasPerCell = 5.59
drc = 0
diodes = 0
drt-total-wl_mm = 3.34
wl_per_cell_um = 13.6
drt_iter0_markers = 44
firstDrtPassIters = 4
vias = 1376
drtAntennaViolNets = 0

[global_route]
grt_max_degree = 24
grt_overflow = 0
grt_pass1_wl_mm = 5.71
grt_use_total = 0.175
grt_pass1_vias = 1322
antenna_found_initial = 0

[power]
vdd_drop_max_mv = 0.226
p_total_uw = 624
p_leak_nw = 0.881
power_per_cell_area_nw_per_um2 = 258

[floorplan]
die_h_um = 68.3
initial_core_util = 0.534
io_pins = 6
die_width_um = 68.3
dieArea_um2 = 4660
rows = 23
core_area_um2 = 4120

[placement]
gp_congestion = 0.786
dp_hpwl_mm = 2.29
pre_cts_ws_ns = 1.34
place_inst = 236
portBuffers = 5

[run]
openroad.warnings = 26
max_cap_violations = 0

[run_status]
status = "finished clean"
-- cell usage after synthesis (2+ instances only) --
cell and instances:
nand4_1 7, o211ai_1 2, xnor2_1 20, dfxtp_1 10, xor2_1 12, nand2_1 13, nor3_1 5, nand3_1 15
nor4_1 4, and4_1 5, clkbuf_1 6, ha_1 3, edfxtp_1 37, nor2_1 14, inv_1 8, and3_1 8
o21ai_0 4
-- sequential cells by signal, summed over array words and instances (netlist names) --
register and flops:
reg1Mhz 1, counter1Khz 17, counter1Mhz 9, reg1Khz 1, counter25hz 17, reg25hz 1
reg25Mhz 1
-- metal layers --
| layer | GRT usage | wire length [um] | vias up |
|---|---|---|---|
| met1 | 0.306 | 1780 | 648 |
| met5 | 0 | 0 | - |
| met4 | 0.0313 | 70 | 0 |
| met2 | 0.235 | 1340 | 30 |
| met3 | 0.0524 | 151 | 6 |
| li1 | - | - | 692 |
-- worst max-delay path by stage --
stage	from	endpoint	slack, ns
final	clock	clock50Mhz	1.10
after global routing	clock	clock50Mhz	1.08
after CTS	clock	clock50Mhz	1.09
-- stage by stage --
| step | util | hold slack [ns] | area, um2 |
|---|---|---|---|
| floorplan | - | 0.338 | 2200 |
| detailed placement | 0.556 | 0.371 | 2290 |
| global route | 0.587 | 0.401 | 2420 |
| global placement | 0.556 | 0.359 | 2290 |
| finish | 0.587 | 0.386 | 2420 |
| CTS | 0.587 | 0.390 | 2420 |
-- layout make-up --
cell class              count  area share
well taps                  50      0.0259
inverters                   8      0.0124
repair buffers              5      0.0197
flip-flops and latches     47       0.543
clock inverters             1     0.00207
multi-input cells         125       0.342
clock buffers              10      0.0554
-- worst register-to-register path, delay by kind of cell (launching register included) --
kind	cells	cell delay, ns
buffers and inverters	1	0.32
DFF	1	0.34
and+or+nand+nor	3	1.47
-- where the power goes --
| group | leakage (nW) | switching [mW] | internal, mW |
|---|---|---|---|
| Sequential | 0.511 | 0 | 0.364 |
| Clock | 0.0725 | 0.109 | 0.151 |
| Combinational | 0.298 | 0 | 0 |
| Total | 0.881 | 0.109 | 0.515 |
-- kinds of logic after synthesis --
group | count (synthesis)
adders and majority gates | 3
AOI/OAI and AO/OA | 9
DFF | 47
xor gates and xnor gates | 32
and+or+nand+nor | 81
buffers and inverters | 15
Power figures rest on the tool's default switching activity, not on a simulated workload.
