**run.sh**
```bash
#!/bin/bash
# OpenROAD 26Q1-2900-gdf79404cd8, Yosys 0.63+post, stock flow scripts
make -C /OpenROAD-flow-scripts/flow DESIGN_CONFIG=/design/flow/config.mk WORK_HOME=/design/flow/orfs finish
```
**config.mk**
```make
export PLATFORM = sky130hd
export DESIGN_NAME = inc_stage
export DESIGN_NICKNAME = inc_stage
export VERILOG_FILES = /design/flow/design.v
export SDC_FILE = /design/flow/constraint.sdc
export NUM_CORES = 4
export LEC_CHECK = 1
export CORE_AREA = 10 10 70 70
export DIE_AREA = 0 0 80 80
```
**constraint.sdc**
```tcl
current_design inc_stage

set clk_period 1.2
set clk_io_pct 0.2

create_clock -name clk0 -period $clk_period [get_ports {clock}]

set non_clock_inputs [all_inputs -no_clocks]
set_input_delay [expr $clk_period * $clk_io_pct] -clock clk0 $non_clock_inputs
set_output_delay [expr $clk_period * $clk_io_pct] -clock clk0 [all_outputs]
```
**design.v**
```verilog
module  inc_stage(stage_input,stage_output, startedProcessing, clock ) ;
   input wire [7:0] stage_input;
   output reg [7:0] stage_output;
   output           startedProcessing;
   input  wire      clock;
   always @( negedge clock) begin
      startedProcessing=1'b1;
      stage_output<=stage_input+8'h01;
   end
endmodule 
```
==> run notes <==
For the combinational power share, the log shows 0.123. The type of the worst min-delay path was in2reg. The power per cell area was 1240 mW/mm2. The flow ran to the end, but the final reports show violations. The run gives 314 as the via count of the first global-routing pass.

TritonCTS built the clock tree. In the CTS report, the clock slew at the register clock pins of the worst setup and hold paths is listed as 0.04 ns. For this design the static power due to leakage is 0.272 nW.

The pin count of the biggest net entering global routing is 5. Warnings raised by the tools during the run amount to 36. The proportion of layout cells with a drive suffix above 1 is 0.509.

The utilization after layout was 0.160. STA classifies the critical path endpoint as an output port. The number of flip-flops under the largest register name is 8, and the count of buffer and inverter cells on the critical path is 1. The registers reported with the highest flop counts are stage_output (8).

The share of Yosys cell area claimed by the top area cell type was 0.549. The most flop-heavy register was stage_output. The level count of the clock H-tree was 1. A synthesized cell averages 10.8 um2. The sequential fraction of the synthesis area is 0.549. The chip area from the yosys synthesis statistics came out at 292 um2.

The switching power as a share of total power was 0.279. The top cell type in the final layout, fill and taps aside, is sky130_fd_sc_hd__buf_2. The overall power is 0.000676 W.

Traced cell by cell, the critical path runs through buf_2. With the cell count after synthesis at 27, the final worst-path setup slack is -0.344 ns. The routed layout reports a DRC error count of 0. With the violation count after the first detailed-route iteration at 7, the maximum ir drop on the vdd rail is 235 uV.

The number of antenna violations at the first check in global routing was 0. The largest fanout of any net on the critical path is 1. The synthesized netlist occupies a cell area of 292 um2. The longest clock path from root to sink contains 2 buffers. Family with the most delay on the worst path: flip-flops. Setup repair after global routing could not meet its margin everywhere.

The synthesis report lists the Yosys warning total as 2. The total of hold buffers inserted after clock tree synthesis is 0. Relative to the synthesized area, the layout overhead comes to 87.6%. The hold violation count in the final report came out at 0. The first global-routing pass estimated 1.35 mm of wire.

The critical path required time is 0.96 ns. The logs give 0.000189 W for the switching power and -2.68 ns for the summed negative setup slack over all endpoints. Worst setup path category: reg2out. The data arrival time reported for the critical path is 1.30 ns.

Yosys attributes the largest share of cell area to sky130_fd_sc_hd__dfxtp_1 (55%), sky130_fd_sc_hd__xnor2_1 (9.0%), sky130_fd_sc_hd__xor2_1 (9.0%), sky130_fd_sc_hd__ha_1 (4.3%), sky130_fd_sc_hd__nand3_1 (3.4%). With the share of total power in the clock network at 0.442, the height of the die is 80 um. The horizontal die dimension reported for this design is 80 um.

The average detailed-routed wire length per instance was 8.41 um; the clock sink count was 8. The biggest area consumer among synthesized cells was sky130_fd_sc_hd__dfxtp_1. The final reports fail on negative setup slack. The tools report the sequential fraction of design power as 0.434. The longest incremental delay of any stage on the critical path is reported as 0.29 ns. The die covers 0.00640 mm2.

Per the synthesis report, the number of distinct cell types is 13. The internal power component came out at 0.000487 W. Register bit count reported by yosys: 8.

Clock tree synthesis selected as its root buffer the cell sky130_fd_sc_hd__clkbuf_4. The first TritonRoute pass finished after 2 iterations. After synthesis, the design contains 27 cells according to Yosys.

With the number of cell rows at 21, the floorplan utilization is 0.0853. Detailed routing inserted a total of 272 vias. STA classifies the critical path startpoint as a flop.

For the number of setup violations in the final report, the log shows 8. The report lists the number of cells resized after CTS as 55. The run gives 0 for the number of setup buffers added after CTS.

For this design, the slowest cell found on the critical path is sky130_fd_sc_hd__dfxtp_1. The number of maximum-capacitance violations recorded for the run is 0. In the routed layout, each cell is associated on average with a via count of 2.69.

The run gives 0 for the max-slew violation count. The total congestion overflow after global routing is 0. The total area inside the core boundary comes to 0.00342 mm2.

The routability-driven placement congestion ratio was 0.663; the clock buffer count from CTS was 3. Per the cell usage report, the commonest logic cells after layout are sky130_fd_sc_hd__buf_2 (14), sky130_fd_sc_hd__inv_1 (9), sky130_fd_sc_hd__dfxtp_1 (8). The estimated wirelength of the detail-placed design was 701 um; the total I/O pin count was 18. The count of nets left with antenna violations once routing finished came out at 0.

The overall fraction of global-route tracks in use was 0.0263. The count of input and output buffers is 16. Count of fill cells added during filler insertion: 393.

In the post-route report, total wirelength is listed as 849 um. For this run, the script counts the antenna cells in the layout as 0.
==> per-stage QoR <==
step                hold WS (ns)  area [um2]  cells  setup WS, ns
CTS                        0.748         547    101        -0.363
floorplan                  0.897         324     27       -0.0776
detailed placement          1.43         557     91        -0.759
finish                     0.758         547    101        -0.344
global placement            1.43         557     91        -0.752
global route               0.747         547    101        -0.409
==> layout make-up <==
class | instances | area [um2] | area share
sequential | 8 | 160 | 0.293
multi-input combinational | 16 | 160 | 0.293
timing repair buffer | 19 | 113 | 0.206
tap | 46 | 57.6 | 0.105
clock inverter | 8 | 30.0 | 0.0549
clock buffer | 3 | 22.5 | 0.0412
inverter | 1 | 3.75 | 0.00686
==> cell families (layout without fill, tap and decap cells) <==
logic type	Yosys count	count (layout)	synth area share
adder cells (fa/ha/maj)	1	1	0.0429
flip-flops	8	8	0.549
buffers and inverters	3	31	0.0515
other	1	1	0.0129
AND/OR/NAND/NOR	8	8	0.163
XOR/XNOR	6	6	0.180
==> synth_stat cells, drive strengths merged <==
cell   count
and3       1
nand3      3
nor2       1
xnor2      3
nor3       1
ha         1
buf        1
xor2       3
nand2      2
conb       1
inv        2
dfxtp      8
==> path summary, 6_finish.rpt <==
kind | from | endpoint | slack (ns) | cells after the start
worst max-delay path | stage_output[5]$_DFF_N_ | stage_output[5] | -0.34 | 1
worst min-delay path | stage_input[0] | stage_output[0]$_DFF_N_ | 0.76 | 2
==> power by group through the flow <==
stage	Clock, W	Combinational [W]	Sequential, W
4_1_cts	0.000320	0.0000869	0.000294
5_1_grt	0.000369	0.0000945	0.000295
6_report	0.000299	0.0000835	0.000294
==> per-layer routing <==
metal,global-route usage,vias to the layer above,part of all wire
met5,0,-,0
met4,0.0194,0,0.041
met3,0.0114,4,0.069
met2,0.0498,11,0.54
met1,0.0203,117,0.35
li1,-,140,-
No activity file was given, so power comes from the tool's default toggle rates.
